==> ./design.v <==
`default_nettype none
module blink(
    input  wire         osc_clk25,
    input  wire         button,
    output wire         led,
    output wire         phy_rst_
);
    reg [25:0] cntr = 0;
    always @(posedge osc_clk25)
    begin
        cntr    <= cntr + 1;
    end
    assign led = cntr[23] ^ button;
    assign phy_rst_     = 1'b1;
endmodule
==> ./run.sh <==
#!/bin/bash
# OpenROAD 26Q1-2900-gdf79404cd8, Yosys 0.63+post, stock flow scripts
make -C /OpenROAD-flow-scripts/flow DESIGN_CONFIG=/design/flow/config.mk WORK_HOME=/design/flow/orfs finish
==> ./config.mk <==
export PLATFORM = sky130hd
export DESIGN_NAME = blink
export DESIGN_NICKNAME = blink
export VERILOG_FILES = /design/flow/design.v
export SDC_FILE = /design/flow/constraint.sdc
export NUM_CORES = 4
export LEC_CHECK = 1
export CORE_AREA = 10 10 80 80
export DIE_AREA = 0 0 90 90
==> ./constraint.sdc <==
current_design blink

set clk_period 4.0
set clk_io_pct 0.2

create_clock -name clk0 -period $clk_period [get_ports {osc_clk25}]

set non_clock_inputs [all_inputs -no_clocks]
set_input_delay [expr $clk_period * $clk_io_pct] -clock clk0 $non_clock_inputs
set_output_delay [expr $clk_period * $clk_io_pct] -clock clk0 [all_outputs]
==> summary.rpt <==
IMPLEMENTATION SUMMARY REPORT
----------------------------------------------------
[GRT]
  Number of global-route vias before repair ........................ between 500 and 600
  Antenna violations before repair ........................ 0
  Wire length of the first global-routing pass ........................ 2.159 mm
  GRT Overall Usage ........................ 0.03086
  Aggregate global routing overflow ........................ 0
  Largest net degree at the start of global routing ........................ 15

[Setup path]
  Worst endpoint required time ........................ about 3200 ps
  Arrival time worst endpoint ........................ 1890 ps
  Worst reg2reg path startpoint ........................ cntr[0]$_DFF_P_
  R2R Setup Slk ........................ 2310 ps
  Crit path max fanout ........................ 1
  Category of the worst setup path launch point ........................ input port
  Capturing point of the worst reg2reg path ........................ cntr[12]$_DFF_P_
  Endpoint kind of the worst setup timing path ........................ output pin
  R2R depth ........................ 5
  Type of the worst setup path ........................ in -> out

[Clocking]
  Register clock-pin slew on the reported worst setup and hold paths ........................ 70 ps
  Clk latency late pin ........................ 260 ps
  Clock Sinks ........................ 24
  Buffer levels on the longest clock path ........................ 2
  Number of setup buffers added after CTS ........................ 0
  TritonCTS clock tree ........................ yes
  Resized Gates After CTS ........................ 0
  Number of hold buffers added after cts ........................ 0
  Clock buffer count from CTS ........................ 3
  Total number of H-tree levels ........................ 1
  CTS root buffer ........................ clkbuf_8

[Power and ir drop]
  Power density of the placed cells ........................ just over 400 nW/um^2
  Leakage component of the power ........................ 0.3584 nW
  Overall power consumption ........................ 0.4455 mW
  Peak supply drop ........................ 0.3730 mV

[Floorplan]
  Height of the die ........................ 90 um
  Horizontal die dimension ........................ roughly 90 um
  Total die size ........................ 8100 sq um
  FP Core Util ........................ 0.1926
  Floorplan Core Area ........................ 4723 sq um
  Std cell rows ........................ 25
  Top Ports ........................ 4

[Route]
  Highest signal layer in the routed design ........................ met4
  Antenna diode count ........................ 0
  Met2 routed wirelength ........................ 454 um
  Total met3 wirelength after detailed routing ........................ 73 um
  Routed Wire Length ........................ ~1.2 mm
  Number of search-and-repair iterations in the first detailed-routing pass ........................ 3
  M1 wire length ........................ 645 um
  Wirelength per Cell ........................ approximately 7.6 um
  Detail-routed via count per cell ........................ 3.417
  Detailed-route via count ........................ approximately 530
  DRC viols ........................ 0
  Post-DRT Antenna Nets ........................ 0
  Number of violations reported at the end of detailed-routing iteration 0 ........................ 38

[Timing]
  Crit share post-route ........................ 0.6729
  Number of hold violations in the final report ........................ 0
  Max-slew violation total from the final report ........................ 0
  Final sum of negative setup slack ........................ 0 ps
  Final count of negative-setup-slack endpoints ........................ 0
  Crit path time final ........................ 2692 ps
  RSZ-0062 raised after global routing ........................ no
  Clock Skew ........................ about 8.4 ps
  Timing-limited maximum frequency ........................ 371.5 MHz

[Synthesis]
  Area fraction of the dominant cell type after synthesis ........................ 0.5282
  Chip area from the yosys synthesis statistics ........................ ~900 sq um
  Synthesized instance count ........................ 85
  Cell count in the Yosys report ........................ about 85
  Library cell with the largest summed area after synthesis ........................ dfxtp_1
  Syn Area/Cell ........................ 10.70 sq um
  Number of warnings printed during yosys synthesis ........................ 1
  Sequential element share of the synthesized area ........................ 0.5282
  Number of flip-flops and latches in the synthesized netlist ........................ 24
  Distinct cells, synth ........................ 18
  Post-synthesis instance area ........................ 909.6 sq um
  Synth area leaders ........................ dfxtp_1, xnor2_1, nand4_1

[Worst hold path]
  Hold-critical path endpoint ........................ cntr[0]$_DFF_P_
  Startpoint of the most critical hold path ........................ cntr[0]$_DFF_P_
  Class of the worst hold path ........................ reg -> reg
  Number of cells traversed by the worst hold path ........................ 1

[Finish]
  Multi-input logic area ........................ 412.9 sq um
  Registers with the highest flip-flop counts ........................ cntr x24
  Count of fill cells added during filler insertion ........................ 497
  Max FFs per register ........................ 24
  Area delta synth->final ........................ 17.88%
  Largest reg by FF count ........................ cntr
  Fraction of final layout cells with drive strength greater than 1 ........................ 0.05618
  Storage element area ........................ 480.5 sq um

[Run]
  # Max-Cap Violations ........................ 0
  OpenROAD warning count ........................ 25

[Place]
  I/O Buffers ........................ 2
  HPWL after DPL ........................ 858 um
  Gp weighted congestion ........................ 0.7490

[Run status]
  Result of the run ........................ complete, no violations

----------------------------------------------------
[worst max path at each step]
stage                 depth (start not counted)  startpoint  end
final                                         3      button  led
after global routing                          3      button  led
after CTS                                     3      button  led
[critical path, cell delays in order]
cell	delay (ps)
clkdlybuf4s50_1	470
xor2_1	140
clkdlybuf4s50_1	480
[power breakdown]
group	switching [mW]	internal [mW]	total [mW]
combinational	0.000459	0.00185	0.00231
sequential	0	0.239	0.239
clock	0.0709	0.134	0.204
[synthesized netlist by cell type]
master / n
xnor2_1: 18
nor3_4: 1
dfxtp_1: 24
buf_4: 1
nand2_1: 7
conb_1: 1
nor2_1: 1
buf_2: 1
nand4_1: 7
or2_1: 1
inv_1: 1
and4_1: 3
and3_1: 4
nor2b_1: 1
xor2_1: 5
ha_1: 1
nand3_1: 7
and2_1: 1
[final cells by class]
cell class / count / share of cell area
clock inverters: 1 / 0.02800
well taps: 67 / 0.07818
inverters: 1 / 0.003501
flip-flops and latches: 24 / 0.4481
clock buffers: 3 / 0.03851
repair buffers: 2 / 0.01867
multi-input cells: 58 / 0.3851
[cells by family (layout without fill, tap and decap cells)]
group,after synthesis,count (layout),share of synthesized area
adder cells (fa/ha/maj),1,1,0.01375
buffers and inverters,3,7,0.01788
flip-flops,24,24,0.5282
other,1,1,0.004123
XOR/XNOR,23,23,0.2215
AND/OR/NAND/NOR,33,33,0.2146
[layer usage]
layer / vias up / GRT usage
met1: 233 / 0.04517
met5: - / 0
met2: 5 / 0.03935
met4: 0 / 0.002653
met3: 2 / 0.01760
li1: 293 / -
[through the flow]
step           worst slack [ps]  instances  hold WS (ps)  cell area, sq um  utilization
3_5_place_dp               1302        152         397.6              1001       0.2119
6_report                   1308        156         414.8              1072       0.2270
2_1_floorplan              2294         85         382.9             909.6            -
4_1_cts                    1297        156         418.1              1072       0.2270
5_1_grt                    1280        156         443.3              1072       0.2270
3_3_place_gp               1298        152         397.9              1001       0.2119
[cells in the final DEF, fill, tap and decap left out]
cell type	instances
nand2_1	7
nor3_4	1
and2_1	1
nor2_1	1
or2_1	1
xor2_1	5
bufinv_16	1
and3_1	4
dfxtp_1	24
clkdlybuf4s50_1	2
clkbuf_8	3
nor2b_1	1
inv_1	1
and4_1	3
ha_1	1
conb_1	1
nand3_1	7
xnor2_1	18
nand4_1	7
Power and IR drop assume default switching activity.
