[design/flow/design.v]
module top(
	input  wire clk25,
	output reg  user_led
	);
	reg [32:0] counter;
	always @(posedge clk25) begin
		if (counter < 12500000)
			counter <= counter + 1;
		else begin
			counter  <= 0;
			user_led <= ~user_led;
		end
	end
endmodule
[design/flow/run.sh]
#!/bin/bash
# OpenROAD 26Q1-2900-gdf79404cd8, Yosys 0.63+post, stock flow scripts
make -C /OpenROAD-flow-scripts/flow DESIGN_CONFIG=/design/flow/config.mk WORK_HOME=/design/flow/orfs finish
[design/flow/config.mk]
export PLATFORM = sky130hd
export DESIGN_NAME = top
export DESIGN_NICKNAME = top
export VERILOG_FILES = /design/flow/design.v
export SDC_FILE = /design/flow/constraint.sdc
export NUM_CORES = 4
export LEC_CHECK = 1
export CORE_AREA = 10 10 93 93
export DIE_AREA = 0 0 103 103
[design/flow/constraint.sdc]
current_design top

set clk_period 3.3
set clk_io_pct 0.2

create_clock -name clk0 -period $clk_period [get_ports {clk25}]

set non_clock_inputs [all_inputs -no_clocks]
set_input_delay [expr $clk_period * $clk_io_pct] -clock clk0 $non_clock_inputs
set_output_delay [expr $clk_period * $clk_io_pct] -clock clk0 [all_outputs]
==> flow_summary_export.csv <==
group,metric,value,unit
clock_network,cts_num_sinks,34,
clock_network,clk_path_buf_depth,2,
final_timing,skew,6.35,ps
clock_network,postCtsResizedCells,0,
final_timing,setup_viol,0,
synth,top_area_frac,0.477,
synth,ys_cells,145,
cells_and_area,n_fill_cell,722,
synth,ff_type,"dfxtp_1",
synth,synth-warning-count,1,
cells_and_area,fin_area,1630,um2
power,total_power,0.000804,W
critical_path,start_kind,"flip-flop",
grt,antenna_found_initial,0,
die,die_h,103,um
die,io_pins,2,
synth,synth.distinct_cells,30,
routing,wl,2410,um
grt,grt-busiest-layer,"met2",
final_timing,finalHoldViolations,0,
run_status,status,"completed",
routing,n_antenna_cell,0,
synth,ys_ff,34,
grt,grt.overflow.total,0,
die,initCoreUtil,0.205,
grt,use_met2,0.0722,
worst_hold_path,hp-class,"reg -> reg",
place,numPortBuffers,1,
routing,routedWlPerCell,10.1,um
grt,grt_first_pass_wirelength,4300,um
synth,yosys_area,1380,um2
job,warnings,25,
final_timing,fin_crit,2000,ps
die,die_w,103,um
place,place_area,1520,um2
place,dp.final_hpwl,1550,um
synth,netlist_area,1380,um2
final_timing,rsz0062_at_grt,"no",
clock_network,cts_tree,"built",
routing,drc,0,
synth,area_leaders,"dfxtp_1 48%, a211oi_1 6.0%, nor3_1 5.8%",
synth,avgSynthCellArea,9.54,um2
grt,grt_pass1_vias,950,
power,power.density,493,nW/um2
synth,top_cells_by_count,"33 x dfxtp_1, 16 x nor3_1, 11 x a211oi_1",
synth,netlist_instances,145,
clock_network,root_buffer,"clkbuf_8",
clock_network,cts.htree.levels,2,
synth,synth_area_leader_cell,"dfxtp_1",
critical_path,crit_type,"reg -> reg",
place,gp_congestion,0.823,
critical_path,cp_cell_sequence,"nand3_2, or4_4, or4_1, a211oi_1",
routing,final_antenna_net_count,0,
routing,vias,1055,
cells_and_area,area_growth_syn_to_layout,17.9,%
clock_network,cts-buffers-inserted,5,
critical_path,critPathMaxStageDelay,620,ps
synth,ys_seq_frac,0.499,
final_timing,tns,0,ps
job,cap_violations,0,
synth,yosysMostFrequentCell,"dfxtp_1",
routing,initialDrtViolationCount,75,
routing,vias_per_cell,4.43,
critical_path,worstPathBufferInverterCount,0,
routing,drt-pass1-iter-count,4,
synth,async_flop_share,0,
grt,grt_max_degree,26,
grt,use_met1,0.0708,
die,coreArea,6760,um2
final_timing,finalClockPeriodUsage,0.606,
die,rows,30,
synth,edf_count,1,
clock_network,cts_setup_buffers,0,
grt,gr-usage-all-layers,0.0489,
critical_path,cp_top_family,"simple AND/OR/NAND/NOR gates",
clock_network,clkTransAtPathRegs,70,ps
critical_path,crit_path_top_delay_cell,"or4_4",
power,ir_drop,0.264,mV
critical_path,cp.arrival,2200,ps
power,p_leak,0.478,nW
critical_path,required,3500,ps
cells_and_area,drive_gt1_frac,0.0949,
critical_path,worst_setup_path_end_kind,"flip-flop",
critical_path,critPathMaxFanout,14,
grt,grt_util_met3,0.0142,
final_timing,drv_slew,0,
die,dieArea,10600,um2
clock_network,clkLatencyLatePin,280,ps
clock_network,hold_buffers,0,
final_timing,max_freq,0.500,GHz
power breakdown:
part           switching, W  leakage [nW]  internal (W)   total [W]
clock              0.000156        0.0547      0.000225    0.000381
combinational    0.00000177         0.147    0.00000154  0.00000330
sequential       0.00000181         0.277      0.000418    0.000420
sequential cells by signal (all words and copies together), names as in the netlist:
name,flops
user_led,1
counter,33
path summary, 6_finish.rpt:
check | from | end | slack [ps] | cells past startpoint
max | counter[2]$_SDFF_PP0_ | counter[23]$_SDFF_PP0_ | 1300 | 4
min | counter[21]$_SDFF_PP0_ | counter[21]$_SDFF_PP0_ | 490 | 2
max reg2reg | counter[2]$_SDFF_PP0_ | counter[23]$_SDFF_PP0_ | 1300 | 4
min reg2reg | counter[21]$_SDFF_PP0_ | counter[21]$_SDFF_PP0_ | 490 | 2
final cells by class:
type | instances | area, um2 | share of cell area
well taps | 80 | 100 | 0.0613
clock inverters | 3 | 43.8 | 0.0268
flip-flops and latches | 34 | 691 | 0.423
multi-input cells | 108 | 684 | 0.419
inverters | 5 | 18.8 | 0.0115
clock buffers | 5 | 68.8 | 0.0422
repair buffers | 3 | 25.0 | 0.0153
tightest hold or removal path, stage by stage (launching register included):
cell and delay, ps:
dfxtp_1 330, o31ai_1 60, a211oi_1 60
metal layers:
metal  vias to the layer above  wire (um)
met2                         6        995
met4                         0         31
met1                       490       1290
li1                        554          -
met3                         5         93
met5                         -          0
per-stage QoR:
stage / hold slack (ps) / utilization / instances / setup WS [ps]
after floorplan: 456 / - / 153 / 1510
after global placement: 468 / 0.225 / 230 / 1340
after detailed placement: 479 / 0.225 / 230 / 1330
after CTS: 492 / 0.241 / 238 / 1310
after global routing: 514 / 0.241 / 238 / 1170
final: 493 / 0.241 / 238 / 1300
cell usage in the layout, fill, tap and decap left out, types with 2 or more instances in the layout:
| master | instances |
|---|---|
| and4_1 | 4 |
| or2_2 | 2 |
| o31ai_1 | 4 |
| nand4_1 | 7 |
| or4_1 | 5 |
| nand3_1 | 7 |
| nand2_1 | 7 |
| xor2_1 | 6 |
| xnor2_1 | 6 |
| nor3_1 | 16 |
| a211oi_1 | 11 |
| buf_4 | 2 |
| dfxtp_1 | 33 |
| clkbuf_8 | 5 |
| or3_1 | 6 |
| conb_1 | 9 |
| inv_1 | 5 |
| o21ai_0 | 6 |
logic make-up after synthesis:
group | after synthesis | share of synthesized area
compound gates | 24 | 0.116
simple gates | 62 | 0.267
fa+ha+maj | 1 | 0.00904
xor+xnor | 12 | 0.0759
buf+inv | 11 | 0.0307
flops | 34 | 0.499
other cells | 1 | 0.00271
Power figures rest on the tool's default switching activity, not on a simulated workload.
