--- design/flow/design.v ---
`default_nettype none
module uart_tx #(
	parameter integer DIV_WIDTH = 8
)(
	output wire tx,
	input  wire [7:0] data,
	input  wire valid,
	output reg  ack,
	output wire busy,
	input  wire [DIV_WIDTH-1:0] div,	 
	input  wire clk,
	input  wire rst
);
	wire go, done, ce;
	reg  active;
	reg [9:0] shift;
	reg [DIV_WIDTH:0] div_cnt;
	reg [4:0] bit_cnt;
	assign go = valid & ~active;
	assign done = ce & bit_cnt[4];
	always @(posedge clk or posedge rst)
		if (rst)
			active <= 1'b0;
		else
			active <= (active & ~done) | go;
	always @(posedge clk)
		if (~active | div_cnt[DIV_WIDTH])
			div_cnt <= { 1'b0, div };
		else
			div_cnt <= div_cnt - 1;
	assign ce = div_cnt[DIV_WIDTH];
	always @(posedge clk)
		if (~active)
			bit_cnt <= 5'h08;
		else if (ce)
			bit_cnt <= bit_cnt - 1;
	always @(posedge clk or posedge rst)
		if (rst)
			shift <= 10'h3ff;
		else if (go)
			shift <= { 1'b1, data, 1'b0 };
		else if (ce)
			shift <= { 1'b1, shift[9:1] };
	always @(posedge clk)
		ack <= go;
	assign busy = active;
	assign tx = shift[0];
endmodule  
--- design/flow/run.sh ---
#!/bin/bash
# OpenROAD 26Q1-2900-gdf79404cd8, Yosys 0.63+post, stock flow scripts
make -C /OpenROAD-flow-scripts/flow DESIGN_CONFIG=/design/flow/config.mk WORK_HOME=/design/flow/orfs finish
--- design/flow/config.mk ---
export PLATFORM = sky130hd
export DESIGN_NAME = uart_tx
export DESIGN_NICKNAME = uart_tx
export VERILOG_FILES = /design/flow/design.v
export SDC_FILE = /design/flow/constraint.sdc
export NUM_CORES = 4
export LEC_CHECK = 1
export CORE_AREA = 10 10 112 112
export DIE_AREA = 0 0 122 122
--- design/flow/constraint.sdc ---
current_design uart_tx

set clk_period 1.9
set clk_io_pct 0.2

create_clock -name clk0 -period $clk_period [get_ports {clk}]

set non_clock_inputs [all_inputs -no_clocks]
set_input_delay [expr $clk_period * $clk_io_pct] -clock clk0 $non_clock_inputs
set_output_delay [expr $clk_period * $clk_io_pct] -clock clk0 [all_outputs]
==> datasheet_impl.txt <==
Summary of implementation characteristics

Parameter                              Value

Worst setup path
  Crit path max-delay cell type    dfrtp_1
  Cell breakdown of the critical path    clkdlybuf4s50_1
  Crit path max fanout    11
  Startpoint type of the worst setup path    flip-flop
  FF-to-FF path depth    3
  R2R Path End    div_cnt[8]
  Crit path buf inv count    1
  CP Data Required Time    1.52 ns
  FF-to-FF setup slack    0.42 ns
  CP delay by family, top    flip-flops
  Arrival time worst endpoint    between 1 and 1.5 ns
  Worst setup path category    reg -> out
  Reg-to-Reg Start    active
  Biggest cell delay along the critical path    about 0.53 ns
  Category of the worst setup path capture point    primary output

Power
  Power density relative to cell area    1170 mW/mm^2
  Peak ir drop on the vdd network    0.000273 V
  Power Total    1.76 mW
  Leakage dissipation    0.507 nW

Global routing
  Global route total overflow    0
  Antenna violations before repair    0
  GRT Total Usage    between 3 and 4%
  First-pass GRT wire length    3.95 mm
  Maximum number of pins on one net before global-route repair    19
  Number of global-route vias before repair    810

Route
  Pre-Repair DR Iteration Count    4
  Vias per std cell    3.01
  Routed via count    around 810
  Wire length per cell    8.62 um
  Sum of routed wire length over all layers    approximately 2.3 mm
  Number of diodes    0
  Number of antenna-violating nets in the routed design    0
  Violation tally from detailed-route iteration zero    25
  DRC violation count after routing    0

Synthesis
  Post-Syn Area    around 0.0011 mm^2
  Cell count listed in synth_stat.txt    between 100 and 150
  Top area cells in the synthesized netlist    dfxtp_1 (27%), dfstp_2 (22%), mux2i_1 (7.3%), o21ai_0 (6.0%), nand2_1 (5.5%)
  Area leader, netlist    dfxtp_1
  Asr flop ratio synth    40.0%
  Chip area from the yosys synthesis statistics    between 0.001 and 0.0015 mm^2
  Top FF cell, synth    dfxtp_1
  Seq/Total Area, Yosys    between 50 and 60%
  Ys Warns    1
  Cell count after synthesis    about 110
  FF+latch count, synth    25
  Number of distinct library cell variants in the gate-level netlist after synthesis    27
  EDFF count, synth    0
  Synth Area per Inst    9.67 um^2
  Area share of the leading cell type in the synthesized netlist    27.5%

Placed design
  Worst setup timing slack at the placement stage    0.406 ns
  Total of buffers placed on input and output ports    21
  Placed wire-length estimate    1.82 mm
  Final weighted congestion in routability-driven placement    0.760

STA
  Pins over their slew limit    0
  RSZ-0062 raised after global routing    no
  Post-route minimum period    1.71 ns
  Maximum clock skew at final layout    0.00738 ns
  Transition time of the tightest slew-check pin    ~0.44 ns
  Post-layout period usage of the worst path    89.8%
  Slew Limit Headroom    70.8%
  Total negative setup slack    0 ns
  Final hold violation count    0
  Number of setup violations in the final report    0
  PnR worst setup slack    0.193 ns
  Highest Clock Rate    586 MHz

Status
  Outcome    finished clean

Floorplanning
  Total die size    0.0149 mm^2
  Std-Cell Rows    37
  Placeable core region    0.0102 mm^2
  IO Pins    22
  Starting Density    between 10% and 20%
  Width of the die    about 120 um
  Die height    122 um

Hold path
  Hold WC Path Type    in -> async

Clock network
  Root buffer selected by CTS    clkbuf_8
  Number of gates resized after cts    0
  Post-CTS repair timing setup buffer count    0
  Longest Clk Path Bufs    2
  Count of H-tree levels built during CTS    1
  CTS tree    yes
  Number of clock buffers inserted by TritonCTS    3
  CTS clock-pin slew for the worst setup and hold paths    roughly 0.090 ns
  # hold bufs at CTS    0
  Clock network latency to the later pin of the worst-skew pair    0.27 ns
  Number of clock sinks    25

Finish
  Leading cell type in the layout, fill and taps excluded    clkdlybuf4s50_1
  Count of filler cells inserted in the layout    about 1100
  Most frequent logic cells in the routed design    clkdlybuf4s50_1 (21), nand2_1 (16), dfxtp_1 (15)
  Fraction of layout cells with a size suffix above 1    12.8%
  Syn-to-layout area delta    37.7%

Run
  # Max-Cap Violations    0
  OpenROAD warning count    25
-- layer usage --
| metal | wire (um) | global-route usage [%] |
|---|---|---|
| met1 | 1010 | 3.81 |
| met2 | 1170 | 5.62 |
| met3 | 119 | 1.27 |
| met4 | 19 | 0.298 |
| met5 | 0 | 0 |
-- sequential cells by signal (all words and copies together), names as in the netlist --
register	cells
ack	1
div_cnt	9
active	1
shift	9
bit_cnt	5
-- worst max-delay path by stage --
stage,from,endpoint,slack (ns),cells past startpoint
4_1_cts,active,busy,0.15,1
5_1_grt,active,busy,0.1,1
6_report,active,busy,0.19,1
-- area by class of cell --
type | instances | area, um^2 | share of cell area [%]
Sequential cell | 25 | 562 | 37.4
Multi-Input combinational cell | 75 | 478 | 31.8
Timing Repair Buffer | 23 | 225 | 15.0
Tap cell | 136 | 170 | 11.3
Clock buffer | 3 | 41.3 | 2.75
Inverter | 6 | 22.5 | 1.50
Clock inverter | 1 | 5.00 | 0.333
-- metrics by stage --
stage | std cells | hold slack (ns) | utilization, % | instance area [um^2]
after floorplan | 113 | 0.214 | - | 1090
after global placement | 265 | 0.423 | 14.2 | 1460
after detailed placement | 265 | 0.423 | 14.2 | 1460
after CTS | 269 | 0.384 | 14.7 | 1500
after global routing | 269 | 0.376 | 14.7 | 1500
final | 269 | 0.375 | 14.7 | 1500
-- kinds of logic after synthesis --
logic type	after synthesis	synth area share [%]
compound gates	23	12.6
xor+xnor	5	4.01
fa+ha+maj	2	2.29
buf+inv	13	4.81
flops	25	51.4
mux	8	7.33
simple gates	37	17.5
-- synth_stat cells (all sizes together) (2+ instances only) --
cell type	number
nand2	16
dfxtp	15
o21ai	13
dfstp	9
mux2i	8
nor2	7
inv	6
a31oi	4
clkbuf	4
or4	4
buf	3
o31ai	3
xnor2	3
and2	2
ha	2
nor2b	2
or3	2
xor2	2
-- where the power goes --
| group | switching [mW] | internal [mW] | leakage [nW] | total (mW) |
|---|---|---|---|---|
| sequential | 0.159 | 0.832 | 0.228 | 0.991 |
| clock | 0.171 | 0.147 | 0.0255 | 0.318 |
| combinational | 0.187 | 0.261 | 0.254 | 0.449 |
| total | 0.517 | 1.24 | 0.507 | 1.76 |
-- worst register-to-register path, delay by kind of cell, from the launching register on --
family,cells,cell delay (ns)
simple gates,3,0.90
flops,1,0.53
Power and IR drop assume default switching activity.
